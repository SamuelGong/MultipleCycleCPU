==> flow/design.v <==
`timescale 1ns / 1ps
module  MUX16T1_32(input [3:0]s,
						 input [31:0]I0,
						 input [31:0]I1,
						 input [31:0]I2,
						 input [31:0]I3,
						 input [31:0]I4,
						 input [31:0]I5,
						 input [31:0]I6,
						 input [31:0]I7,
                   input [31:0]I8,
						 input [31:0]I9,
						 input [31:0]I10,
						 input [31:0]I11,
						 input [31:0]I12,
						 input [31:0]I13,
						 input [31:0]I14,
						 input [31:0]I15,						 
						 output reg [31:0]o
						 );
		always @ *			 
			case(s)
				4'd0: o = I0;
				4'd1: o = I1;
				4'd2: o = I2;
				4'd3: o = I3;
				4'd4: o = I4;
				4'd5: o = I5;
				4'd6: o = I6;
				4'd7: o = I7;
				4'd8: o = I8;
				4'd9: o = I9;
				4'd10: o = I10;
				4'd11: o = I11;
				4'd12: o = I12;
				4'd13: o = I13;
				4'd14: o = I14;
				4'd15: o = I15;
			endcase	
endmodule
==> flow/run.sh <==
#!/bin/bash
# OpenROAD 26Q1-2900-gdf79404cd8, Yosys 0.63+post, stock flow scripts
make -C /OpenROAD-flow-scripts/flow DESIGN_CONFIG=/design/flow/config.mk WORK_HOME=/design/flow/orfs finish
==> flow/config.mk <==
export PLATFORM = sky130hd
export DESIGN_NAME = MUX16T1_32
export DESIGN_NICKNAME = MUX16T1_32
export VERILOG_FILES = /design/flow/design.v
export SDC_FILE = /design/flow/constraint.sdc
export NUM_CORES = 4
export LEC_CHECK = 1
export CORE_AREA = 10 10 216 216
export DIE_AREA = 0 0 226 226
==> flow/constraint.sdc <==
current_design MUX16T1_32

set clk_period 11.1
set clk_io_pct 0.2

create_clock -name clk0 -period $clk_period

set non_clock_inputs [all_inputs -no_clocks]
set_input_delay [expr $clk_period * $clk_io_pct] -clock clk0 $non_clock_inputs
set_output_delay [expr $clk_period * $clk_io_pct] -clock clk0 [all_outputs]
==> changes_impl.md <==
### Changed

* Hold endpoint: o[23]
* Vias after detailed routing at 7833
* Hpwl dp at 38600 um
* Hold path depth at 4
* Vias per cell at 4.80
* WS Path Type: input pin to primary output
* MaxCap Viol Count at 0
* Yosys cell count at 607
* DR pass1 iterations at 5
* Core box area at 41900 um2
* Sequential cell count at 0
* Final TNS setup at 0 ns
* Io pins at 548
* Most frequent cells in the layout: clkdlybuf4s50_1 (544), a22oi_1 (84), a22o_1 (56)
* Synthesis-to-finish area growth at 145%
* Wire per inst at 28.9 um
* Finish-stage setup viols at 0
* Full die area at 51100 um2
* Startpoint types: input pin
* Most frequent logic cell in the layout: clkdlybuf4s50_1
* Initial antenna violation count at 5
* Hold-fix buffers, CTS at 0
* Cell count after placement at 1630
* Slew Viols, Final at 0
* Final Cycle Share at 0.711
* Leak at 3.36 nW
* Vias in the first global route at 8605
* Ys Warns at 1
* OpenROAD warning count at 32
* GPL Wtd Cong at 1.00
* Slew @ Worst Pin at 0.773 ns
* Crit path DRT at 8.88 ns
* Status: complete, no violations
* Flop area at 0 um2
* Mapped Cells at 607
* Layout cell share with drive strength beyond 1 at 0.0568
* PD cells at 41.4 nW/um2
* Crit end category: primary output
* RSZ-0062 raised after global routing: false
* Met1 usage at 0.205
* Mapped Avg Cell Area at 6.75 um2
* Final hold violation count at 0
* Routing usage on met3 at 0.0440
* Post-Layout Cell Count at 1632
* Die W at 226 um
* Largest net degree at the start of global routing at 54
* Fp util at 0.0976
* Post-route DRC at 0
* Filler cells at 4557
* Final min period at 7.89 ns
* Hold Startpoint: I0[23]
* Register area share after synthesis at 0
* Maximum vdd ir drop at 13.5 uV
* Crit path max fanout at 49
* Setup Buffers After CTS at 0
* Met2 Track Usage GR at 0.311
* Global-route wire length before repair at 63700 um
* Max frequency at 127 MHz
* # rows at 75
* Port bufs at 548
* YS chip area at 4100 um2
* ANT nets after route at 0
* Total GRT Usage at 0.175
* Initial DRC Count at 487
* Gr ovfl total at 0
* Die H at 226 um
* Worst endpoint data arrival time at 5.67 ns
* Worst Hold Class: input pin to primary output
* Post-CTS sizing at 0
* Drt total wl at 47100 um
* Post-synthesis cell area at 4100 um2
* Logic area at 3750 um2
* Most Crowded Layer GR: met2
* Max-slew headroom at 0.483
* Count of cell types in the netlist at 46
* Clock buf count at 0
-- metal layers --
metal,wire [um],part of all wire
met1,18400,0.39
met2,23600,0.50
met5,49,0.0010
met4,1250,0.027
met3,3850,0.082
-- power breakdown --
part / leakage [nW] / internal (mW) / switching [mW] / total [mW]
clock network: 0.0000127 / 0.0000000242 / 0 / 0.0000000242
logic: 3.36 / 0.251 / 0.165 / 0.416
registers: 0 / 0 / 0 / 0
total: 3.36 / 0.251 / 0.165 / 0.416
-- cell usage after synthesis, types with 4 or more instances --
master | n | share of area
buf_2 | 31 | 0.038
o22ai_1 | 32 | 0.049
a31oi_1 | 28 | 0.043
a22oi_1 | 84 | 0.15
a211oi_1 | 4 | 0.0073
nor3_1 | 4 | 0.0049
a2111oi_2 | 20 | 0.073
a21oi_1 | 30 | 0.037
mux2i_1 | 24 | 0.059
nand2b_1 | 5 | 0.0076
clkbuf_1 | 40 | 0.037
a22o_1 | 56 | 0.12
nor2b_1 | 8 | 0.012
o21ai_0 | 38 | 0.046
nand2_1 | 15 | 0.014
nor2_1 | 39 | 0.036
a211o_1 | 23 | 0.049
nand3_1 | 50 | 0.061
buf_6 | 6 | 0.016
a221oi_1 | 28 | 0.060
-- worst max path at each step --
stage         startpoint    end  slack, ns  depth (start not counted)
CTS                 s[0]  o[21]       3.21                          9
global route        s[1]  o[26]       3.08                          9
finish              s[1]  o[26]       3.21                          9
-- critical path: stages --
cell             delay [ns]
buf_4                  0.35
buf_4                  0.59
nor2b_4                0.58
buf_4                  0.47
a22oi_1                0.14
o22ai_1                0.37
a2111oi_2              0.13
a21oi_1                0.22
clkdlybuf4s50_1        0.52
-- layout make-up --
type	count	area share
Tap cell	539	0.0671
Timing Repair Buffer	567	0.558
Antenna cell	2	0.000498
Inverter	3	0.00112
Multi-Input combinational cell	521	0.373
-- cell families (layout without fill, tap and decap cells) --
logic type / after synthesis / count (layout) / share of synthesized area
mux: 24 / 24 / 0.0587
compound gates: 363 / 363 / 0.683
simple gates: 134 / 134 / 0.157
other cells: 0 / 2 / 0
buf+inv: 86 / 570 / 0.101
-- through the flow --
step / cell area (um2) / setup WS [ns] / utilization / hold WS (ns) / total power, mW
final: 10100 / 3.21 / 0.240 / 5.39 / 0.416
after global routing: 10000 / 3.08 / 0.240 / 5.41 / 0.441
after CTS: 10000 / 3.21 / 0.240 / 5.39 / 0.419
after detailed placement: 10000 / 3.21 / 0.240 / 5.39 / 0.417
after global placement: 10000 / 3.24 / 0.240 / 5.39 / 0.417
after floorplan: 4100 / 5.42 / - / 4.51 / 0.124
No activity file was given, so power comes from the tool's default toggle rates.
