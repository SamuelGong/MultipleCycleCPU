==> /design/flow/design.v <==
`timescale 1ns / 1ps
module M_controller(	input	[31:0] inst,
							input clk, rst,
							output reg PCWriteCond,	PCWrite,	IorD, 	MemRead,
										MemWrite, 		IRWrite,	ext,
										RegWrite,
							output wire beq_o,		bne_o,
							output reg [1:0] MemToReg,	RegDst,	ALUsrcA, PCsrc,
							output reg [2:0] ALUsrcB,
							output reg [3:0] ALUop,
							output [4:0] State_o
    );
	 reg [4:0] state;
	 assign State_o = state;
	 wire Rtype, Itype, shift, MemAccess, branch;
	 wire addr, subr, andr, orr, sltr, norr, xorr,
	      srl, sll, j, jr, jal, jalr,
			addi, andi, ori, slti, xori, lui, lw, sw;
	 M_decoder decoder( 	.inst(inst),
								.Rtype(Rtype), .Itype(Itype), .shift(shift), .MemAccess(MemAccess),
								.branch(branch), .addr(addr), .subr(subr), .andr(andr), .orr(orr),
								.sltr(sltr), .norr(norr), .xorr(xorr), .srl(srl), .sll(sll), .j(j),
								.jr(jr), .jal(jal), .jalr(jalr), .addi(addi), .andi(andi), 
								.beq(beq), .bne(bne),
								.ori(ori), .slti(slti), .xori(xori), .lui(lui), .lw(lw), .sw(sw));
	assign beq_o = beq;
	assign bne_o = bne;
	 always @ (posedge clk or posedge rst) begin
	     if(rst) begin
		      state <= 5'd31;
		  end
		  else begin
		      case(state)
					5'd31: begin
								PCWriteCond <= 1'd0;
								PCWrite <= 1'd1;
								MemWrite <= 1'd0;
								MemRead <= 1'd1;
								IRWrite <= 1'd1;
								RegWrite <= 1'd0;
								PCsrc <= 2'd0;
								RegDst <= 2'd0;
								MemToReg <= 2'd0;
								ALUsrcA <= 2'd0;
								ALUsrcB <= 3'd1;
								ALUop <= 4'd2;
								IorD <= 1'd0;
								ext <= 1'd0;
								state <= 5'd0;
							end
					5'd0: begin
								PCWrite <= 1'd0;
								IRWrite <= 1'd0;
								ALUsrcB <= 3'd3;
								ALUop <= 4'd2;
								ext <= 1'd1;
								state <= 5'd1;
							 end
					5'd1: begin
								if(MemAccess) begin
									state <= 5'd2;
									ALUsrcA <= 2'd1;
									ALUsrcB <= 3'd2;
									ALUop <= 4'd2;
									ext <= 1'd1;
									end
								else if(lui) begin
									state <= 5'd13;
									ALUsrcA <= 2'd3;
									ALUsrcB <= 3'd5;
									ALUop <= 4'd8;
									end
								else if(Rtype) begin
									state <= 5'd6;
									ALUsrcA <= 2'd1;
									ALUsrcB <= 3'd0;
									if(addr)
										ALUop <= 4'd2;
									else if(subr)
										ALUop <= 4'd6;
									else if(andr)
										ALUop <= 4'd0;
									else if(orr)
										ALUop <= 4'd1;
									else if(xorr)
										ALUop <= 4'd3;
									else if(norr)
										ALUop <= 4'd4;
									else if(sltr)
										ALUop <= 4'd7;
									end
								else if(shift) begin
									state <= 5'd12;
									ALUsrcA <= 2'd2;
									ALUsrcB <= 3'd4;
									if(sll)
										ALUop <= 4'd8;
									else if(srl)
										ALUop <= 4'd5;
									end
								else if(Itype) begin
									state <= 5'd10;
									ALUsrcA <= 2'd1;
									ALUsrcB <= 3'd2;
									if(addi)
										ALUop <= 4'd2;
									else if(slti)
										ALUop <= 4'd7;
									else if(andi)
										ALUop <= 4'd0;
									else if(ori)
										ALUop <= 4'd1;
									else if(xori)
										ALUop <= 4'd3;
									if(addi || slti)
										ext <= 1'd1;
									else if(andi || ori || xori)
										ext <= 1'd0;
									end
								else if(branch) begin
									state <= 5'd8;
									PCsrc <= 2'd1;
									ALUsrcA <= 2'd1;
									ALUsrcB <= 3'd0;
									ALUop <= 4'd6;
									PCWriteCond <= 1'd1;
									end
								else if(j || jal) begin
									state <= 5'd9;
									IRWrite <= 1'd0;
									PCWrite <= 1'd1;
									PCsrc <= 2'd2;
									if(jal) begin
										RegWrite <= 1'd1;
										RegDst <= 2'd2;
										MemToReg <= 2'd2;
										end
									end
								else if(jr || jalr) begin
									PCWrite <= 1'd1;
									PCsrc <= 2'd3;
									state <= 5'd15;
									if(jalr) begin
										RegWrite <= 1'd1;
										RegDst <= 2'd1;
										MemToReg <= 2'd2;
										end
									end
							end
					5'd2: begin
								if(lw) begin
									state <= 5'd3;
									MemRead <= 1'd1;
									IorD <= 1'd1;
									end
								else if(sw) begin
									state <= 5'd5;
									MemWrite <= 1'd1;
									IorD <= 1'd1;
									end
							end
					5'd3: begin
								state <= 5'd4;
								RegWrite <= 1'd1;
								MemToReg <= 2'd1;
						   end
					5'd4: begin
								PCWriteCond <= 1'd0;
								PCWrite <= 1'd1;
								MemWrite <= 1'd0;
								MemRead <= 1'd1;
								IRWrite <= 1'd1;
								RegWrite <= 1'd0;
								PCsrc <= 2'd0;
								RegDst <= 2'd0;
								MemToReg <= 2'd0;
								ALUsrcA <= 2'd0;
								ALUsrcB <= 3'd1;
								ALUop <= 4'd2;
								IorD <= 1'd0;
								ext <= 1'd0;
								state <= 5'd0;
							end
					5'd5: begin
								PCWriteCond <= 1'd0;
								PCWrite <= 1'd1;
								MemWrite <= 1'd0;
								MemRead <= 1'd1;
								IRWrite <= 1'd1;
								RegWrite <= 1'd0;
								PCsrc <= 2'd0;
								RegDst <= 2'd0;
								MemToReg <= 2'd0;
								ALUsrcA <= 2'd0;
								ALUsrcB <= 3'd1;
								ALUop <= 4'd2;
								IorD <= 1'd0;
								ext <= 1'd0;
								state <= 5'd0;
							end
					5'd6: begin
								RegWrite <= 1'd1;
								RegDst <= 2'd1;
								MemToReg <= 2'd0;
								state <= 5'd7;
							end
					5'd7: begin
								PCWriteCond <= 1'd0;
								PCWrite <= 1'd1;
								MemWrite <= 1'd0;
								MemRead <= 1'd1;
								IRWrite <= 1'd1;
								RegWrite <= 1'd0;
								PCsrc <= 2'd0;
								RegDst <= 2'd0;
								MemToReg <= 2'd0;
								ALUsrcA <= 2'd0;
								ALUsrcB <= 3'd1;
								ALUop <= 4'd2;
								IorD <= 1'd0;
								ext <= 1'd0;
								state <= 5'd0;
							end
					5'd8: begin
								PCWriteCond <= 1'd0;
								state <= 5'd31;
							end
					5'd9:	begin
								PCWrite <= 1'd0;
								RegWrite <= 1'd0;
								state <= 5'd14;
							end
					5'd10: begin
								RegWrite <= 1'd1;
								RegDst <= 2'd0;
								MemToReg <= 2'd0;
								state <= 5'd11;
							 end
					5'd11: begin
								PCWriteCond <= 1'd0;
								PCWrite <= 1'd1;
								MemWrite <= 1'd0;
								MemRead <= 1'd1;
								IRWrite <= 1'd1;
								RegWrite <= 1'd0;
								PCsrc <= 2'd0;
								RegDst <= 2'd0;
								MemToReg <= 2'd0;
								ALUsrcA <= 2'd0;
								ALUsrcB <= 3'd1;
								ALUop <= 4'd2;
								IorD <= 1'd0;
								state <= 5'd0;
							 end
					5'd12: begin
								RegWrite <= 1'd1;
								RegDst <= 2'd1;
								MemToReg <= 2'd0;
								state <= 5'd7;
							 end
					5'd13: begin
								RegWrite <= 1'd1;
								RegDst <= 2'd0;
								MemToReg <= 2'd0;
								state <= 5'd11;								
							 end
					5'd14: begin
								PCWriteCond <= 1'd0;
								PCWrite <= 1'd1;
								MemWrite <= 1'd0;
								MemRead <= 1'd1;
								IRWrite <= 1'd1;
								RegWrite <= 1'd0;
								PCsrc <= 2'd0;
								RegDst <= 2'd0;
								MemToReg <= 2'd0;
								ALUsrcA <= 2'd0;
								ALUsrcB <= 3'd1;
								ALUop <= 4'd2;
								IorD <= 1'd0;
								ext <= 1'd0;
								state <= 5'd0;
							 end
					5'd15: begin
								state <= 5'd14;
								PCWrite <= 1'd0;
								RegWrite <= 1'd0;
							 end
					default : ;
				endcase
		  end
	 end
endmodule
`timescale 1ns / 1ps
module M_decoder( input [31:0] inst,
						output Rtype, Itype, shift, MemAccess, branch,
								 addr, subr, andr, orr, sltr, norr, xorr,
								 srl, sll, j, jr, jal, jalr, beq, bne,
								 addi, andi, ori, slti, xori, lui, lw, sw
    );
	 wire [5:0] op, func;
	 assign op = inst[31:26];
	 assign func = inst[5:0];
	 assign j = (op == 6'd2) ? 1 : 0;
	 assign jal = (op ==  6'd3) ? 1 : 0;
	 assign beq = (op == 6'd4) ? 1 : 0;
	 assign bne = (op == 6'd5) ? 1 : 0;
	 assign addi = (op == 6'd8) ? 1 : 0;
	 assign slti = (op == 6'd10) ? 1 : 0;
	 assign andi = (op == 6'd12) ? 1 : 0;
	 assign ori = (op == 6'd13) ? 1 : 0;
	 assign xori = (op == 6'd14) ? 1 : 0;
	 assign lui = (op == 6'd15) ? 1 : 0;
	 assign lw = (op == 6'd35) ? 1 : 0;
	 assign sw = (op == 6'd43) ? 1 : 0;
	 assign sll = (op == 6'd0 && func == 6'd0) ? 1 : 0;
	 assign srl = (op == 6'd0 && func == 6'd2) ? 1 : 0;
	 assign jr = (op == 6'd0 && func == 6'd8) ? 1 : 0;
	 assign jalr = (op == 6'd0 && func == 6'd9) ? 1 : 0;
	 assign addr = (op == 6'd0 && func == 6'd32) ? 1 : 0;
	 assign subr = (op == 6'd0 && func == 6'd34) ? 1 : 0;
	 assign andr = (op == 6'd0 && func == 6'd36) ? 1 : 0;
	 assign orr = (op == 6'd0 && func == 6'd37) ? 1 : 0;
	 assign xorr = (op == 6'd0 && func == 6'd38) ? 1 : 0;
	 assign norr = (op == 6'd0 && func == 6'd39) ? 1 : 0;
	 assign sltr = (op == 6'd0 && func == 6'd42) ? 1 : 0;
	 assign MemAccess = (op == 6'd35 || op == 6'd43) ? 1 : 0;
	 assign shift = (op == 6'd0 && (func == 6'd0 || func == 6'd2) ) ? 1 : 0;
	 assign branch = (op == 6'd4 || op == 6'd5) ? 1 : 0;
	 assign Rtype = (op == 6'd0 && func <= 6'd42 && func >= 6'd32) ? 1 : 0;
	 assign Itype = (op <= 6'd14 && op >= 6'd8) ? 1 : 0;
endmodule
==> /design/flow/run.sh <==
#!/bin/bash
# OpenROAD 26Q1-2900-gdf79404cd8, Yosys 0.63+post, stock flow scripts
make -C /OpenROAD-flow-scripts/flow DESIGN_CONFIG=/design/flow/config.mk WORK_HOME=/design/flow/orfs finish
==> /design/flow/config.mk <==
export PLATFORM = sky130hd
export DESIGN_NAME = M_controller
export DESIGN_NICKNAME = M_controller
export VERILOG_FILES = /design/flow/design.v
export SDC_FILE = /design/flow/constraint.sdc
export NUM_CORES = 4
export LEC_CHECK = 1
export CORE_UTILIZATION = 50
==> /design/flow/constraint.sdc <==
current_design M_controller

set clk_period 3.4
set clk_io_pct 0.2

create_clock -name clk0 -period $clk_period [get_ports {clk}]

set non_clock_inputs [all_inputs -no_clocks]
set_input_delay [expr $clk_period * $clk_io_pct] -clock clk0 $non_clock_inputs
set_output_delay [expr $clk_period * $clk_io_pct] -clock clk0 [all_outputs]
==> flow_summary.json <==
{
  "run_status": "complete, no violations",
  "cts_max_level": 1,
  "cts.clk_slew.worst_paths_ns": 0.09,
  "grt_use_total_pct": 26.03,
  "postCtsSetupBuffers": 0,
  "log.warning_count": 47,
  "layout-drive-gt1-share_pct": 10.13,
  "ctsResizeCount": 0,
  "setup_violations": 0,
  "port-buffer-count": 42,
  "synth.lib_cells_used.distinct": 66,
  "ctsHoldBuffers": 0,
  "max_freq_mhz": 334.3,
  "cellPowerDensity_nw_per_um2": 426.7,
  "fp_util_pct": 52.43,
  "postRouteAntennaNets": 0,
  "vias": 2242,
  "detailedPlace.worstSlack_ns": 0.3463,
  "ir_drop_worst_case_vdd_mv": 0.5086,
  "postSynthAreaPerCell_sq_um": 8.209,
  "detailedRoute.firstPassIterationCount": 5,
  "cap_violations": 0,
  "most_area_consuming_cells_after_synthesis": "edfxtp_1 29%, a21oi_1 6.1%, dfstp_2 5.7%",
  "syn_to_final_growth_pct": 19.81,
  "cts_buffers": 3,
  "share_comb_of_total_power_pct": 39.1,
  "grt_pass1_wl_microns": 9915,
  "drc_errors": 0,
  "worst_setup_path_end_kind": "output pin",
  "synth.top_cell.area_share_pct": 28.74,
  "post_synth_inst_count": 280,
  "clockBufferDepth": 2,
  "detailed_place_hpwl_microns": 4244,
  "setup_tns_ns": 0,
  "timing.final.max_slew_violations": 0,
  "grt_setup_unrepaired": "no",
  "worst_slew_pin_slew_ns": 0.5895,
  "clock_power_share_pct": 15.3,
  "gp_congestion": 0.8996,
  "cellInternalPower_uw": 704.6,
  "layout_setup_ws_ns": 0.4085,
  "fp.dieH_microns": 69.80,
  "ys_seq_share_pct": 34.46,
  "sw_frac_of_total_pct": 40.04,
  "tritoncts": "built",
  "synth_stat.cells": 280,
  "number_of_antenna_violations_at_the_first_check_in_global_routing": 0,
  "ys_ff": 27,
  "synth-area-yosys_sq_um": 2298,
  "crit_start_category": "input port",
  "data_arrival_time_of_the_critical_path_ns": 2.31,
  "critical_path_data_required_time_ns": 2.72,
  "final_cell_mix": "42 x clkdlybuf4s50_1, 30 x nor2_1, 28 x a21oi_1, 22 x edfxtp_1",
  "yosys_warnings": 3,
  "antenna_cells": 0,
  "clock_insertion_delay_worst_skew_ns": 0.27,
  "period_minus_slack_ns": 2.992,
  "wl_per_cell_microns": 16.44,
  "ff_type": "edfxtp_1",
  "fp.dieArea_sq_um": 4872,
  "edf_count": 22,
  "gr-total-overflow": 0,
  "routed_wirelength_microns": 5884,
  "period_used_pct": 87.99,
  "clock-root-buffer": "clkbuf_8",
  "row_count": 24,
  "finalClockSkew_ns": 0.003289,
  "finalHoldViolations": 0,
  "grt_max_degree": 23,
  "part_of_the_power_in_registers_pct": 45.6,
  "floorplan.die.width_microns": 69.80,
  "syn_area_sq_um": 2298,
  "total_leakage_power_uw": 0.0009278,
  "clock_sinks": 27,
  "drt_iter0_drc": 188,
  "timing_worst_setup_path_type": "in2out",
  "mostFrequentLayoutCell": "clkdlybuf4s50_1",
  "floorplan.io_pins": 64,
  "async_flop_share_pct": 18.52,
  "timing.slew.headroom_pct": 60.60,
  "power_dissipated_by_switching_net_loads_uw": 470.4,
  "min-delay-path-class": "reg2reg",
  "grt_pass1_vias": 1925,
  "vias_per_cell": 6.263,
  "top_area_cell": "edfxtp_1",
  "crit_fanout": 9,
  "coreArea_sq_um": 4384
}
-- flip-flops by register name, summed over array words and instances (netlist names), 2 cells and up --
register	count
PCsrc	2
state	5
ALUsrcB	3
ALUop	4
MemToReg	2
ALUsrcA	2
RegDst	2
-- critical path, cell delays in order --
cell             delay, ns
clkdlybuf4s50_1       0.66
buf_4                 0.21
nand2_1               0.08
nor3_1                0.19
clkdlybuf4s50_1       0.49
-- metrics by stage --
stage                     hold slack, ns  util (%)  power [uW]  cells  cell area (sq um)
after global routing              0.7825     62.81        1262    358               2754
final                             0.7305     62.81        1175    358               2754
after floorplan                   0.6700         -       865.8    280               2298
after CTS                         0.7181     62.81        1167    358               2754
after global placement            0.6910     61.76       987.9    354               2708
after detailed placement          0.7028     61.76       985.9    354               2708
-- cell families after synthesis --
logic type / Yosys count / synth area share [%]
flops: 27 / 34.46
buf+inv: 39 / 8.056
xor+xnor: 5 / 1.906
simple gates: 109 / 25.37
compound gates: 95 / 27.87
mux: 4 / 2.178
other cells: 1 / 0.1632
-- layer usage --
metal / routed length [microns] / vias up / GRT usage, %
li1: - / 1093 / -
met1: 2913 / 1036 / 47.60
met2: 2452 / 103 / 35.36
met3: 418 / 10 / 2.212
met4: 100 / 0 / 3.778
met5: 0 / - / 0
-- cells in the mapped netlist (5+ instances only) --
library cell  number
nor4_1             5
a21oi_1           28
nor3_1            13
clkbuf_1          11
a211oi_1           5
or3_1              5
edfxtp_1          22
inv_1              9
nand2_1           20
nand2b_1           6
nor2_1            30
nand3_1            6
dfstp_2            5
o21ai_0           20
buf_2             13
-- layout make-up --
class / instances / area (sq um)
Clock inverter: 1 / 5.005
Sequential cell: 27 / 792.0
Inverter: 9 / 33.78
Multi-Input combinational cell: 214 / 1321
Tap cell: 52 / 65.06
Timing Repair Buffer: 52 / 495.5
Fill cell: 394 / 1630
Clock buffer: 3 / 41.29
-- final timing paths --
kind | start | to | slack (ns) | cells after the start
max in group asynchronous | rst | state[4] | 2.16 | 2
min in group asynchronous | rst | state[1] | 1.21 | 2
worst min-delay path | state[2] | state[4] | 0.73 | 1
worst max-delay path | inst[28] | beq_o | 0.41 | 5
worst min register to register | state[2] | state[4] | 0.73 | 1
worst max register to register | state[2] | PCsrc[0] | 0.51 | 5
-- power groups by stage --
stage	clock [uW]	combinational, uW	sequential (uW)
after global routing	203	510	549
after CTS	184	453	530
final	180	459	536
No activity file was given, so power comes from the tool's default toggle rates.
